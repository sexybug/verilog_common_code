==> design/flow/design.v <==
`timescale 1ns / 1ps
module div_module
#(  parameter N = 64,
    parameter M = 64
)
(
    input clk,
    input rst,
    input start,
    input [N-1:0] dividend,
    input [M-1:0] divisor,
    output [N-1:0] quotient,
    output [M-1:0] remainder,
    output done,
    output [7:0] cnt
);
    reg [1:0] state;
    localparam IDLE = 2'b00;
    localparam CALC = 2'b01;
    localparam DONE = 2'b10;
    reg [N-1:0] dividend_reg;
    reg [M-1:0] divisor_reg;
    reg [N-1:0] quotient_reg;
    reg [M:0] remainder_reg;
    reg [7:0] count;
    reg done_reg;
    always@(posedge clk, posedge rst) begin
        if(rst) begin
            state <= IDLE;
            dividend_reg <= 'b0;
            divisor_reg <= 'b0;
            quotient_reg <= 'b0;
            remainder_reg <= 'b0;
            count <= 'b0;
            done_reg <= 1'b0;
        end
        else begin
            case(state)
                IDLE: begin
                    if(start) begin
                        state <= CALC;
                        dividend_reg <= dividend;  
                        divisor_reg <= divisor;    
                        quotient_reg <= 'b0;  
                        remainder_reg <= 'b0;  
                        count <= 'b0;  
                        done_reg <= 1'b0;  
                    end
                end
                CALC: begin
                    if(count < N) begin
                        if({remainder_reg[M-1:0], dividend_reg[N-1]} >= divisor_reg) begin
                            remainder_reg <= {remainder_reg[M-1:0], dividend_reg[N-1]} - {1'b0, divisor_reg};  
                            quotient_reg <= {quotient_reg[N-2:0], 1'b1};  
                        end
                        else begin
                            remainder_reg <= {remainder_reg[M-1:0], dividend_reg[N-1]};  
                            quotient_reg <= {quotient_reg[N-2:0], 1'b0};
                        end
                        dividend_reg <= {dividend_reg[N-2:0], 1'b0};  
                        count <= count + 1'b1;  
                    end
                    else begin
                        done_reg <= 1'b1;  
                        state <= DONE;  
                    end
                end
                DONE: begin
                    if(!start) begin
                        state <= IDLE;  
                    end
                end
                default: state <= IDLE;  
            endcase
        end
    end
    assign quotient = quotient_reg;
    assign remainder = remainder_reg[M-1:0];
    assign done = done_reg;
    assign cnt = count;
endmodule
`timescale 1ns / 1ps
module mod_mul64_module
#(
    parameter A_WIDTH = 64,
    parameter B_WIDTH = 64,
    parameter N_WIDTH = 64
)
(
    input clk,
    input rst,
    input start,
    input [A_WIDTH-1:0] A,
    input [B_WIDTH-1:0] B,
    input [N_WIDTH-1:0] N,
    output [N_WIDTH-1:0] P,
    output done
);
    reg [1:0] state;
    localparam IDLE = 2'b00;
    localparam WAIT_MUL = 2'b01;
    localparam WAIT_DIV = 2'b10;
    localparam DONE = 2'b11;
    wire [A_WIDTH+B_WIDTH-1:0] mul_result;
    wire [N_WIDTH-1:0] mod_result;
    reg mul_rst, div_rst;
    reg mul_start, div_start;
    wire mul_done, div_done;
    reg done_reg;
    mul_module #(
        .A_WIDTH(A_WIDTH),
        .B_WIDTH(B_WIDTH),
        .P_WIDTH(A_WIDTH + B_WIDTH)
    )
    mul_module_inst(
        .clk(clk),
        .rst(mul_rst),
        .start(mul_start),
        .A(A),
        .B(B),
        .P(mul_result),
        .done(mul_done),
        .cnt()
    );
    div_module #(
        .N(A_WIDTH + B_WIDTH),
        .M(N_WIDTH)
    )
    div_module_inst(
        .clk(clk),
        .rst(div_rst),
        .start(div_start),
        .dividend(mul_result),
        .divisor(N),
        .quotient(),
        .remainder(mod_result),
        .done(div_done),
        .cnt()
    );
    always @(posedge clk, posedge rst) begin
        if (rst) begin
            state <= IDLE;
            done_reg <= 1'b0;
            mul_rst <= 1'b1;
            div_rst <= 1'b1;
            mul_start <= 1'b0;
            div_start <= 1'b0;
        end
        else begin
            case (state)
                IDLE: begin
                    if (start) begin
                        state <= WAIT_MUL;
                        done_reg <= 1'b0;
                        mul_rst <= 1'b0;
                        div_rst <= 1'b0;
                        mul_start <= 1'b1;
                        div_start <= 1'b0;
                    end
                end
                WAIT_MUL: begin
                    if (mul_done) begin
                        state <= WAIT_DIV;
                        mul_start <= 1'b0;
                        div_start <= 1'b1;
                    end
                end
                WAIT_DIV: begin
                    if (div_done) begin
                        state <= DONE;
                        div_start <= 1'b0;
                        done_reg <= 1'b1;
                    end
                end
                DONE: begin
                    if (!start) begin
                        state <= IDLE;
                    end
                end
                default: state <= IDLE;
            endcase
        end
    end
    assign P = mod_result;
    assign done = done_reg;
endmodule
`timescale 1ns / 1ps
module mul_module
#(
    parameter A_WIDTH = 64,
    parameter B_WIDTH = 64,
    parameter P_WIDTH = A_WIDTH + B_WIDTH
)
(
    input clk,
    input rst,
    input start,
    input [A_WIDTH-1:0] A,
    input [B_WIDTH-1:0] B,
    output [P_WIDTH-1:0] P,
    output done,
    output [7:0] cnt
    );
    reg [1:0] state;
    localparam IDLE = 2'b00;
    localparam CALC = 2'b01;
    localparam DONE = 2'b10;
    reg [B_WIDTH-1:0] B_reg;
    reg [P_WIDTH-1:0] P_reg;
    reg done_reg;
    reg [7:0] count;
    always@(posedge clk, posedge rst) begin
        if(rst) begin
            state <= IDLE;
            B_reg <= 'b0;
            P_reg <= 'b0;
            count <= 'b0;
            done_reg <= 1'b0;
        end
        else begin
            case(state)
                IDLE: begin
                    if(start) begin
                        B_reg <= B;
                        P_reg <= 'b0;
                        count <= 'b0;
                        done_reg <= 1'b0;
                        state <= CALC;
                    end
                end
                CALC: begin
                    if(count < B_WIDTH) begin
                        P_reg <= {P_reg[P_WIDTH-2:0], 1'b0} + (B_reg[B_WIDTH-1] ? {{B_WIDTH{1'b0}}, A} : {P_WIDTH{1'b0}});
                        B_reg <= {B_reg[B_WIDTH-2:0], 1'b0};  
                        count <= count + 1;
                    end
                    else begin
                        done_reg <= 1'b1;
                        state <= DONE;
                    end
                end
                DONE: begin
                    if(!start) begin
                        state <= IDLE;
                    end
                end
                default: state <= IDLE;  
            endcase
        end
    end
    assign P = P_reg;
    assign done = done_reg;
    assign cnt = count;
endmodule
==> design/flow/run.sh <==
#!/bin/bash
# OpenROAD 26Q1-2900-gdf79404cd8, Yosys 0.63+post, stock flow scripts
make -C /OpenROAD-flow-scripts/flow DESIGN_CONFIG=/design/flow/config.mk WORK_HOME=/design/flow/orfs finish
==> design/flow/config.mk <==
export PLATFORM = sky130hd
export DESIGN_NAME = mod_mul64_module
export DESIGN_NICKNAME = mod_mul64_module
export VERILOG_FILES = /design/flow/design.v
export SDC_FILE = /design/flow/constraint.sdc
export NUM_CORES = 4
export LEC_CHECK = 1
export CORE_UTILIZATION = 50
==> design/flow/constraint.sdc <==
current_design mod_mul64_module

set clk_period 3.5
set clk_io_pct 0.2

create_clock -name clk0 -period $clk_period [get_ports {clk}]

set non_clock_inputs [all_inputs -no_clocks]
set_input_delay [expr $clk_period * $clk_io_pct] -clock clk0 $non_clock_inputs
set_output_delay [expr $clk_period * $clk_io_pct] -clock clk0 [all_outputs]
==> flow_summary.yaml <==
# flow metrics
floorplan:
  die_h_um: 242.6
  row_count: 87
  boundaryPins: 260
  design.core.area_mm2: 0.05682
  die_width_um: 242.6
  chip_area_mm2: 0.05886
  floorplan.core_util_pct: 50.94
clocking:
  clock_latency_ns: 0.63
  ctsLongestPathBuffers: 3
  numClockSinks: 480
  cts_buffers: 56
  path_clk_slew_ns: 0.06
  cts_hold_buf: 0
  htreeDepth: 2
  tritoncts: "done"
  cts-root-buf: "clkbuf_16"
sta:
  grt_setup_unrepaired: "true"
  maxSlewViolCount: 0
  whs_ns: 0.3544
  worst_slack_ns: -0.3555
  setup_viol: 66
  fin_crit_ns: 3.856
  fmax_mhz: 259.4
  max_slew_margin_pct: 39.71
  hold_violations: 0
  clock-skew-final_ns: 0.01792
  worst_pin_slew_ns: 0.9044
  period_used_pct: 110.2
critical_path:
  worstPathMaxFanout: 24
  max_stage_delay_ns: 0.45
  crit_family: "simple AND/OR/NAND/NOR gates"
  startpoint_type: "flop"
  required_ns: 4.02
  reg2reg_to: "mul_module_inst.P_reg[116]$_DFFE_PP0P_"
  cp_num_cells: 15
  cp-end-kind: "flop"
  cp_cell_sequence: "buf_12 -> and2_4 -> ha_4 -> buf_6 -> nand4_1 -> buf_4 -> nor4_4 -> o21ai_2 -> a31oi_4 -> a31oi_4 -> o21ai_4 -> a31oi_4 -> or3_4 -> or3_4 -> o311ai_2"
  cp_data_arrival_time_ns: 4.37
  r2r_setup_slack_ns: -0.36
  r2r.worst_path.cells: 15
  cp_slowest_cell: "dfrtp_2"
  cp_common_cell: "a31oi_4"
  critPathBufInv: 3
  crit_type: "reg -> reg"
  rr_startpoint: "mul_module_inst.B_reg[63]$_DFFE_PP0P_"
yosys:
  ys_area_mm2: 0.02895
  compound_area_share_pct: 18.69
  ys_cells: 3295
  avgSynthCellArea_um2: 8.785
  ys_types: 77
  async_flop_share_pct: 100.0
  netlist.area_leader.share_pct: 41.15
  synth-edff-count: 0
  xor_share_pct: 5.507
  syn_inst: 3295
  synth.ff_latch_count: 480
  netlist_area_mm2: 0.02895
  adder_share_pct: 5.714
  synth_top_cell_by_area: "dfrtp_1"
  mux_share_pct: 7.344
  yosysWarnings: 3
  topCellsByArea: "dfrtp_1, nand2_1, o21ai_0"
  simple_gate_share_pct: 17.24
  postSynthSeqShare_pct: 41.51
  topCombFamilyByArea: "AND-OR/OR-AND gates"
  flop_cell: "dfrtp_1"
grt:
  grt_max_degree: 118
  grt_pass1_wl_um: 135000
  antenna_found_initial: 2
  grt_pass1_vias: 25120
  grt_usage_pct: 29.45
  grt-ovfl-total: 0
place:
  gp_congestion: 0.9702
  portBuffers: 259
  dpl.hpwl_um: 59320
pwr:
  intPower_mw: 10.02
  p_comb_share_pct: 11.5
  p_seq_share_pct: 42.3
  clockPowerShare_pct: 46.2
  switching_share_pct: 24.40
  power.density_mw_per_mm2: 352.1
  power_switching_mw: 3.233
  power_mw: 13.25
  p_leak_nw: 18.29
  ir_drop_uv: 403.1
run:
  drv_cap: 0
  warning_count: 37
detailed_routing:
  num_antenna_cells: 0
  drt_first_pass_iters: 6
  ant_nets: 0
  via_per_inst: 5.643
  wire_per_inst_um: 18.15
  vias: 25810
  totalWireLength_um: 82980
  drcViolationCount: 0
  drt_iter0_drc: 1552
finish:
  seqCellArea_mm2: 0.01202
  areaGrowthSynthToFinish_pct: 30.01
  utilization_pct: 66.23
  drive_gt1_share_pct: 17.76
  fillers: 4386
  layout.area.comb_mm2: 0.01682
hold_path:
  min_path_type: "in -> async"
run_status:
  violations: "negative setup slack"
  outcome: "finished, violations left"
-- through the flow --
step / cell area (um2) / setup WS, ns / TNS, ns / cells
2_1_floorplan: 29170 / -4.605 / -1544.89 / 3295
3_3_place_gp: 34650 / -0.9782 / -67.90 / 4449
3_5_place_dp: 34650 / -1.025 / -71.06 / 4449
4_1_cts: 37250 / -0.3560 / -11.45 / 4565
5_1_grt: 37630 / -0.5050 / -25.00 / 4573
6_report: 37630 / -0.3555 / -11.47 / 4573
-- layout by cell type (no fill, tap or decap), drive strengths merged, types with 34 or more instances in the layout --
| cell type | n |
|---|---|
| a21oi | 178 |
| ha | 129 |
| o21bai | 34 |
| nor3 | 37 |
| dfrtp | 476 |
| nor2 | 151 |
| nand3 | 69 |
| mux2i | 137 |
| a22oi | 103 |
| and2 | 75 |
| inv | 109 |
| nand2 | 621 |
| nand4 | 59 |
| o21ai | 348 |
| mux2 | 67 |
| xnor2 | 110 |
| clkdlybuf4s50 | 259 |
| buf | 357 |
| xor2 | 72 |
| clkbuf | 81 |
| a21o | 65 |
-- per-layer routing --
| metal | share of wire (%) | vias up | global-route usage, % |
|---|---|---|---|
| met5 | 0.033 | - | 0 |
| met4 | 2.3 | 4 | 5.697 |
| met1 | 47 | 12390 | 47.15 |
| li1 | - | 12550 | - |
| met3 | 6.3 | 126 | 5.476 |
| met2 | 44 | 735 | 43.66 |
-- area by class of cell --
| type | count | area share (%) |
|---|---|---|
| Clock buffer | 81 | 4.452 |
| Multi-Input combinational cell | 2512 | 44.70 |
| Timing Repair Buffer | 616 | 14.56 |
| Inverter | 107 | 1.077 |
| Tap cell | 756 | 2.513 |
| Sequential cell | 480 | 31.95 |
| Clock inverter | 21 | 0.7514 |
-- worst max path at each step --
| stage | start | to | slack [ns] |
|---|---|---|---|
| final | mul_module_inst.B_reg[63]$_DFFE_PP0P_ | mul_module_inst.P_reg[116]$_DFFE_PP0P_ | -0.36 |
| after global routing | mul_module_inst.B_reg[63]$_DFFE_PP0P_ | mul_module_inst.P_reg[105]$_DFFE_PP0P_ | -0.50 |
| after CTS | mul_module_inst.B_reg[63]$_DFFE_PP0P_ | mul_module_inst.P_reg[85]$_DFFE_PP0P_ | -0.36 |
-- timing repair --
action | in CTS | in global routing
gates cloned | 1 | 0
setup buffers | 13 | 8
pin swaps | 21 | 29
gates resized | 96 | 63
setup endpoints to repair | 87 | 102
-- power by group through the flow --
stage	clock (mW)	combinational, mW	sequential [mW]
finish	6.11	1.52	5.61
global route	6.47	1.68	5.61
CTS	6.25	1.51	5.61
-- cell usage after synthesis (67+ instances only) --
cell type and instances:
a22oi_1 103, o21ai_0 341, nor2_1 151, dfrtp_1 476, nand3_1 69, xnor2_1 110
inv_1 107, a21oi_1 178, ha_1 129, and2_1 74, mux2_2 67, mux2i_1 137
clkbuf_1 163, xor2_1 72, nand2_1 620
-- cells by family (layout without fill, tap and decap cells) --
family	Yosys count	count (layout)
xor+xnor	182	182
mux	204	204
compound gates	875	875
flops	480	480
fa+ha+maj	131	131
simple gates	1120	1120
buf+inv	303	825
-- worst register-to-register path: stages (launching register included) --
cell and delay (ns):
dfrtp_2 0.45, buf_12 0.17, and2_4 0.19, ha_4 0.27
buf_6 0.10, nand4_1 0.19, buf_4 0.21, nor4_4 0.18
o21ai_2 0.13, a31oi_4 0.21, a31oi_4 0.14, o21ai_4 0.25
a31oi_4 0.18, or3_4 0.43, or3_4 0.40, o311ai_2 0.25
Power figures rest on the tool's default switching activity, not on a simulated workload.
