**design/flow/config.mk**
```make
export PLATFORM = sky130hd
export DESIGN_NAME = mod_add_module
export DESIGN_NICKNAME = mod_add_module
export VERILOG_FILES = /design/flow/design.v
export SDC_FILE = /design/flow/constraint.sdc
export NUM_CORES = 4
export LEC_CHECK = 1
export CORE_UTILIZATION = 40
```
**design/flow/design.v**
```verilog
`timescale 1ns / 1ps
module mod_add_module
#(parameter WIDTH = 64)
(
    input [WIDTH-1:0] A,
    input [WIDTH-1:0] B,
    input [WIDTH-1:0] N,
    output [WIDTH-1:0] S
);
    wire [WIDTH:0] sum;
    assign sum = A + B;
    assign S = (sum >= {1'b0,N}) ? (sum - {1'b0,N}) : sum;
endmodule
```
**design/flow/constraint.sdc**
```tcl
current_design mod_add_module

set clk_period 35.7
set clk_io_pct 0.2

create_clock -name clk0 -period $clk_period

set non_clock_inputs [all_inputs -no_clocks]
set_input_delay [expr $clk_period * $clk_io_pct] -clock clk0 $non_clock_inputs
set_output_delay [expr $clk_period * $clk_io_pct] -clock clk0 [all_outputs]
```
**design/flow/run.sh**
```bash
#!/bin/bash
# OpenROAD 26Q1-2900-gdf79404cd8, Yosys 0.63+post, stock flow scripts
make -C /OpenROAD-flow-scripts/flow DESIGN_CONFIG=/design/flow/config.mk WORK_HOME=/design/flow/orfs finish
```
==> metrics.csv <==
stage,metric,value,unit
status,status,completed,
floorplan,io_pins,256,
sta,max_slew_margin,46.7,%
routing,vias,10173,
grt,busiest_layer,met2,
finish,regArea,0,um^2
setup_path,worstPathArrival,14.04,ns
grt,grt_pass1_vias,9515,
routing,antennaDiodeCount,0,
floorplan,row_count,53,
sta,period_needed,21.18,ns
sta,final.setup.worst_slack,14.52,ns
routing,drc,0,
synth,ys_chip_area,8710,um^2
sta,tightest_slew,0.799,ns
grt,grt-ovfl-total,0,
setup_path,path_max_fanout,63,
grt,use_met2,44.7,%
floorplan,die_width,150,um
power,ir_drop,21.7,uV
grt,grt_max_degree,64,
finish,seq_cell_count,0,
synth,syn_area_per_cell,6.51,um^2
power,total_leakage_power,4.87,nW
clock_network,cts_setup_buffers,0,
synth,synth_cell_types,77,
finish,area_growth,30.1,%
sta,rsz0062_at_grt,no,
job,cap_violations,0,
power,power_frac_comb,100.0,%
synth,synth_top_cell_by_area,ha_1,
routing,via_per_inst,5.60,
routing,routed_wl,31000,um
floorplan,initial_utilization,41.2,%
finish,n_clock_buffer,0,
power,p_clk_share,0,%
setup_path,cp-end-kind,primary output,
sta,drv_slew,0,
power,power_density,39.9,nW/um^2
setup_path,cp.required,28.56,ns
placed_design,place_area,11300,um^2
power,p_seq_share,0,%
grt,use_met3,3.29,%
power,p_sw_share,49.3,%
finish,fin_area,11300,um^2
min_path,hold_class,in2out,
grt,antenna_found_initial,0,
finish,drive_gt1_share,3.44,%
floorplan,fp.dieH,150,um
synth,topCellsByArea,"ha_1 (18%), a21oi_1 (10%), xnor2_1 (7.8%), nor2_1 (6.9%), nand2_1 (5.2%)",
setup_path,startpoint_type,input pin,
placed_design,dp_slack,14.62,ns
synth,synthCells,1339,
synth,yosysTopAreaCellShare,18.4,%
clock_network,cts_resized,0,
finish,n_fill_cell,2147,
min_path,hold_depth,4,
sta,max_freq,47.2,MHz
synth,yosysSeqAreaShare,0,%
sta,timing.final.hold_violations,0,
placed_design,dp_hpwl,27300,um
setup_path,worstSetupPathType,in2out,
synth,ys_cells,1339,
placed_design,place_congestion,0.986,
floorplan,chipArea,22400,um^2
power,internal_power,0.229,mW
sta,final.period_utilization,59.3,%
synth,yosys_warnings,0,
routing,ant_nets,0,
grt,grt_use_met1,37.9,%
grt,grt_usage,27.4,%
synth,syn_area,8710,um^2
job,warnings,32,
routing,first_pass_iters,7,
clock_network,hold_buffers,0,
power,p_switching,0.223,mW
placed_design,io_buffers,256,
grt,grt_pass1_wl,48200,um
sta,finalSetupViolations,0,
floorplan,core_area,21200,um^2
routing,drt_iter0_markers,481,
sta,fin_tns_setup,0,ns
routing,avgRoutedWirePerCell,17.1,um
finish,logic_area,8020,um^2
[Yosys cell counts, types with 5 or more instances]
master    count
buf_6         7
a21o_1       47
mux2_4        9
a211oi_1     18
nand4_1      40
o21bai_1     24
a221oi_1      7
clkbuf_1     43
and3_1        9
or3_1         5
nand2_1     120
nor2b_1      15
mux2_2       14
nand3_1      24
xnor2_1      78
a31oi_1      10
xor2_1       42
o21ai_0      84
nand2b_1      6
nor2_1      160
a21oi_2      10
a311oi_1      6
inv_1       101
o21a_1       15
o211ai_1     20
a21oi_1     177
nor4_1        9
ha_1        128
nor3_1       21
a21boi_0      6
[cell usage in the layout (no fill, tap or decap), types with 7 or more instances in the layout]
master,n
o21a_1,15
a31oi_1,10
nor2_1,160
a21oi_2,10
nor4_1,9
clkdlybuf4s50_1,256
o21bai_1,24
inv_1,101
nand3_1,24
o21ai_0,84
mux2_2,14
a21oi_1,177
mux2_4,9
and3_1,9
nand4_1,40
nor2b_1,15
ha_1,128
a21o_1,47
a221oi_1,7
xnor2_1,78
nor3_1,21
a211oi_1,18
xor2_1,42
o211ai_1,20
nand2_1,120
[logic make-up (layout without fill, tap and decap cells)]
family	after synthesis	count (layout)	share of synthesized area, %
buf+inv	159	360	8.00
xor+xnor	120	120	12.1
mux	28	28	3.99
compound gates	474	474	34.7
fa+ha+maj	130	130	18.8
simple gates	428	428	22.4
[per-stage QoR]
| stage | hold WS, ns | utilization, % | total power, mW | instances |
|---|---|---|---|---|
| floorplan | 14.44 | - | 0.275 | 1339 |
| finish | 15.36 | 53.6 | 0.452 | 1815 |
| global route | 15.44 | 53.6 | 0.497 | 1815 |
| detailed placement | 15.35 | 53.6 | 0.448 | 1815 |
| CTS | 15.36 | 53.6 | 0.452 | 1815 |
| global placement | 15.36 | 53.6 | 0.451 | 1815 |
[metal layers]
metal	share of wire [%]	up-vias	wire length [um]
li1	-	5264	-
met1	46	4545	14200
met2	45	330	14000
met3	5.8	34	1800
met4	3.1	0	963
met5	0	-	0
[final cells by class]
type / instances / share of cell area (%)
timing repair buffer: 259 / 22.8
multi-input combinational: 1180 / 70.8
inverter: 101 / 3.35
tap: 275 / 3.04
[critical path, cell delays in order]
cell and delay [ns]:
clkdlybuf4s50_1 0.40, ha_1 0.23, fa_1 0.43, a211oi_1 0.33
o21ai_0 0.31, a31oi_1 0.40, a21oi_1 0.15, nand2b_1 0.23
a21boi_0 0.30, o21ai_0 0.17, a21oi_1 0.28, xnor2_1 0.14
ha_1 0.42, nand4_1 0.21, nor3_1 0.28, nand2_1 0.08
a31oi_1 0.14, or3b_1 0.14, a31oi_2 0.06, or4_1 0.59
o211ai_4 0.11, buf_4 0.66, mux2_2 0.42, clkdlybuf4s50_1 0.41
[power by group through the flow]
stage	Clock [mW]	Sequential (mW)	Combinational, mW
final	0	0	0.452
after global routing	0	0	0.497
after CTS	0	0	0.452
[path summary, 6_finish.rpt]
check / slack [ns] / startpoint / to
setup / recovery: 14.52 / A[0] / S[26]
hold / removal: 15.36 / N[0] / S[0]
Power is estimated from default activity; no workload was simulated.
