==> design.v <==
`timescale 1ns / 1ps
module mod_sub_module
#(
    parameter WIDTH = 64
)
(
    input [WIDTH-1:0] A,
    input [WIDTH-1:0] B,
    input [WIDTH-1:0] N,
    output [WIDTH-1:0] R
);
    wire [WIDTH:0] diff;
    assign diff = A - B;
    assign R = (diff[WIDTH]) ? (diff + {1'b0,N}) : diff[WIDTH-1:0];
endmodule
==> run.sh <==
#!/bin/bash
# OpenROAD 26Q1-2900-gdf79404cd8, Yosys 0.63+post, stock flow scripts
make -C /OpenROAD-flow-scripts/flow DESIGN_CONFIG=/design/flow/config.mk WORK_HOME=/design/flow/orfs finish
==> config.mk <==
export PLATFORM = sky130hd
export DESIGN_NAME = mod_sub_module
export DESIGN_NICKNAME = mod_sub_module
export VERILOG_FILES = /design/flow/design.v
export SDC_FILE = /design/flow/constraint.sdc
export NUM_CORES = 4
export LEC_CHECK = 1
export CORE_UTILIZATION = 50
==> constraint.sdc <==
current_design mod_sub_module

set clk_period 64.6
set clk_io_pct 0.2

create_clock -name clk0 -period $clk_period

set non_clock_inputs [all_inputs -no_clocks]
set_input_delay [expr $clk_period * $clk_io_pct] -clock clk0 $non_clock_inputs
set_output_delay [expr $clk_period * $clk_io_pct] -clock clk0 [all_outputs]
==> impl_metrics.csv <==
group,metric,value,unit
synth,largest_area_cell,"ha_1",
floorplan,die_h,133.8,µm
floorplan,chipArea,0.01790,mm²
global_routing,grt_pass1_vias,9080,
pwr,cellPowerDensity,20.23,mW/mm²
placement,pre_cts_slack,32.48,ns
drt,wl_per_cell,15.73,µm
drt,routed_wirelength,27260,µm
drt,antenna_cells,0,
sta,hold_viol,0,
drt,drtAntennaViolNets,0,
global_routing,grt_max_degree,54,
run,drv_cap,0,
sta,worst_pin_slew,0.8075,ns
synth,area_leaders,"ha_1 20%, a21oi_1 10%, xnor2_1 7.5%, a21o_1 6.9%, nor2_1 5.1%",
layout,num-clock-buffers,0,
floorplan,num_rows,47,
worst_setup_path,critPathLaunchType,"input port",
sta,fin_ws,32.32,ns
sta,fmax,30.98,MHz
synth,syn_inst,1315,
drt,vias_per_cell,5.835,
layout,syn_to_final_growth,29.60,%
synth,synth_area,0.008682,mm²
sta,min_period_over_period,49.97,%
clocking,hold_buffers,0,
drt,vias,10110,
drt,drc,0,
floorplan,fp_util,51.80,%
synth,synth_seq_share,0,%
global_routing,antenna_found_initial,0,
worst_setup_path,critPathCaptureType,"primary output",
synth,ys_warn_count,0,
global_routing,grt_pass1_wl,43290,µm
synth,yosys_area,0.008682,mm²
pwr,power,0.2277,mW
layout,fin_area,0.01125,mm²
placement,dp_cells,1733,
layout,drive_above_1_share,3.900,%
layout,seq_area,0,µm²
sta,setup_viol,0,
synth,syn_avg_cell_area,6.602,µm²
synth,synth.distinct_cells,78,
pwr,p_leak,5.100,nW
global_routing,grt_usage,29.69,%
floorplan,die_width,133.8,µm
worst_setup_path,cp_max_fo,5,
sta,min_period,32.28,ns
run_status,status,"finished, final reports clean",
worst_setup_path,worstSetupPathType,"in -> out",
placement,dp_hpwl,23610,µm
worst_setup_path,arrival,19.36,ns
floorplan,pin_count,256,
synth,yosys.area.top_type_share,19.60,%
sta,drv_slew,0,
pwr,peakVddDrop,13.26,µV
synth,yosys_cells,1315,
sta,relSlewSlack,46.06,%
placement,numPortBuffers,256,
global_routing,overflow,0,
run,tool_warnings,42,
layout,design.seq.count,0,
sta,setup-tns-final,0,ns
layout,fin_util,67.14,%
drt,drt_iter0_drc,592,
worst_setup_path,cp.required,51.68,ns
floorplan,coreArea,0.01676,mm²
drt,dr.pass1.iters,5,
clocking,cts.repair.resized,0,
worst_hold_path,min_path_type,"in -> out",
layout,fin_cells,1733,
clocking,postCtsSetupRepairBufs,0,
sta,rsz0062_at_grt,"no",
placement,place_area,0.01125,mm²
sta,fin_hold_ws,26.94,ns
layout,nFillCells,1466,
placement,gp_congestion,1.019,
-- final timing paths --
kind / startpoint / end / slack (ns) / depth (start not counted)
hold / removal: B[0] / R[0] / 26.94 / 4
setup / recovery: B[1] / R[63] / 32.32 / 24
-- per-layer routing --
metal / part of all wire [%] / wire length, µm / vias up / track usage [%]
li1: - / - / 5203 / -
met1: 47 / 12830 / 4534 / 42.78
met2: 45 / 12360 / 359 / 49.86
met3: 6.2 / 1688 / 16 / 1.698
met4: 1.4 / 386 / 0 / 3.977
met5: 0 / 0 / - / 0
-- placed cells by master (no fill, tap or decap), drive strengths merged, types with 10 or more instances in the layout --
master,instances
nand3,34
mux2,15
a211oi,13
a21o,82
nor2,117
ha,136
a21oi,186
clkdlybuf4s50,256
nand2,116
nand4,32
inv,93
nor2b,13
o21ai,93
and2,10
nor3,24
o21bai,21
a31oi,14
and3,15
nand2b,13
xnor2,74
xor2,46
-- cell usage after synthesis, types with 11 or more instances --
cell	instances
xnor2_1	74
a211oi_1	11
nor2b_1	13
o21ai_0	77
nand2_1	116
buf_2	19
o21ai_1	14
a31oi_1	14
and3_1	15
ha_1	136
nor2_1	117
nand4_1	32
nand2b_1	13
mux2_2	14
clkbuf_1	29
nor3_1	22
inv_1	93
nand3_1	34
xor2_1	46
a21o_1	80
a21oi_1	177
o21bai_1	20
-- cells by family after synthesis --
| family | after synthesis | synth area share [%] |
|---|---|---|
| AND/OR/NAND/NOR | 400 | 21.86 |
| XOR/XNOR | 120 | 12.11 |
| AND-OR/OR-AND | 490 | 36.75 |
| adder cells (fa/ha/maj) | 138 | 20.06 |
| buffers and inverters | 152 | 7.278 |
| multiplexers | 15 | 1.946 |
-- worst max-delay path: stages --
cell             delay (ns)
clkdlybuf4s50_1        0.50
inv_1                  0.06
ha_1                   0.27
nor2b_1                0.16
o31a_1                 0.20
o2111ai_2              0.24
a21o_1                 0.28
a2111oi_2              0.72
o21ai_1                0.32
nand3b_1               0.25
a41oi_1                0.16
xnor2_1                0.20
ha_1                   0.40
nand4_1                0.13
or4_1                  0.51
inv_1                  0.11
o311ai_4               0.11
a211oi_2               0.37
o2111ai_1              0.18
a21oi_1                0.21
nor3_1                 0.06
or3b_1                 0.36
xnor2_1                0.15
clkdlybuf4s50_1        0.47
-- where the power goes --
| part | internal, mW | total [mW] | switching, mW |
|---|---|---|---|
| Sequential | 0 | 0 | 0 |
| Clock | 0 | 0 | 0 |
| Combinational | 0.117 | 0.228 | 0.111 |
-- area by class of cell --
cell class,count,area (µm²),share of cell area (%)
Multi-Input combinational cell,1163,8058,71.61
Timing Repair Buffer,257,2570,22.84
Inverter,93,349.1,3.102
Tap cell,220,275.3,2.446
Power is estimated from default activity; no workload was simulated.
